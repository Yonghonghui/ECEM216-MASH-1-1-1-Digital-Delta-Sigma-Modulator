[./design.v]
`timescale 1ns / 1ps
module M216A_TopModule(
    input  wire [3:0]  in_i,     
    input  wire [15:0] in_f,     
    input  wire        clk,      
    input  wire        rst_n,    
    output wire [3:0]  out       
);
    reg [16:0] acc1;  
    wire       c1;
    wire [15:0] e1;
    assign c1 = acc1[16];       
    assign e1 = acc1[15:0];     
    always @(posedge clk or negedge rst_n) begin
        if (!rst_n) 
            acc1 <= 17'd0;
        else 
            acc1 <= e1 + in_f;  
    end
    reg [16:0] acc2;
    wire       c2;
    wire [15:0] e2;
    assign c2 = acc2[16];
    assign e2 = acc2[15:0];
    always @(posedge clk or negedge rst_n) begin
        if (!rst_n) 
            acc2 <= 17'd0;
        else 
            acc2 <= e2 + e1;  
    end
    reg [16:0] acc3;
    wire       c3;
    wire [15:0] e3;
    assign c3 = acc3[16];
    assign e3 = acc3[15:0];  
    always @(posedge clk or negedge rst_n) begin
        if (!rst_n) 
            acc3 <= 17'd0;
        else 
            acc3 <= e3 + e2;  
    end
    reg [3:0] in_i_d1, in_i_d2;
    always @(posedge clk or negedge rst_n) begin
        if (!rst_n) begin
            in_i_d1 <= 4'd0;
            in_i_d2 <= 4'd0;
        end else begin
            in_i_d1 <= in_i;
            in_i_d2 <= in_i_d1;
        end
    end
    reg c1_d1, c1_d2;
    always @(posedge clk or negedge rst_n) begin
        if (!rst_n) begin
            c1_d1 <= 1'b0;
            c1_d2 <= 1'b0;
        end else begin
            c1_d1 <= c1;
            c1_d2 <= c1_d1;
        end
    end
    reg c2_d1, c2_d2;
    always @(posedge clk or negedge rst_n) begin
        if (!rst_n) begin
            c2_d1 <= 1'b0;
            c2_d2 <= 1'b0;
        end else begin
            c2_d1 <= c2;
            c2_d2 <= c2_d1;
        end
    end
    reg c3_d1, c3_d2;
    always @(posedge clk or negedge rst_n) begin
        if (!rst_n) begin
            c3_d1 <= 1'b0;
            c3_d2 <= 1'b0;
        end else begin
            c3_d1 <= c3;
            c3_d2 <= c3_d1;
        end
    end
    wire signed [4:0] s_c1, s_c2, s_c3;
    assign s_c1 = {4'b0, c1_d2}; 
    assign s_c2 = {4'b0, c2_d1} - {4'b0, c2_d2};
    assign s_c3 = {4'b0, c3} - ({4'b0, c3_d1} <<< 1) + {4'b0, c3_d2};
    wire signed [4:0] out_f;
    assign out_f = s_c1 + s_c2 + s_c3;
    wire signed [5:0] final_sum;
    assign final_sum = {2'b0, in_i_d2} + out_f;  
    assign out = final_sum[3:0];
endmodule
[./constraint.sdc]
current_design M216A_TopModule

set clk_period 6.3
set clk_io_pct 0.2

create_clock -name clk0 -period $clk_period [get_ports {clk}]

set non_clock_inputs [all_inputs -no_clocks]
set_input_delay [expr $clk_period * $clk_io_pct] -clock clk0 $non_clock_inputs
set_output_delay [expr $clk_period * $clk_io_pct] -clock clk0 [all_outputs]
[./run.sh]
#!/bin/bash
# OpenROAD 26Q1-2900-gdf79404cd8, Yosys 0.63+post, stock flow scripts
make -C /OpenROAD-flow-scripts/flow DESIGN_CONFIG=/design/flow/config.mk WORK_HOME=/design/flow/orfs finish
[./config.mk]
export PLATFORM = sky130hd
export DESIGN_NAME = M216A_TopModule
export DESIGN_NICKNAME = M216A_TopModule
export VERILOG_FILES = /design/flow/design.v
export SDC_FILE = /design/flow/constraint.sdc
export NUM_CORES = 4
export LEC_CHECK = 1
export CORE_UTILIZATION = 50
==> metrics.yaml <==
status:
  status: "completed"
clocking:
  htreeDepth: 3
  path_clk_slew_ps: 70
  clock_latency_ps: 340
  root_buffer: "clkbuf_8"
  clk_path_buf_depth: 2
  cts_tree: "yes"
  cts.sinks: 65
  numCtsBuffers: 9
  postCtsSetupBuffers: 0
  cts.repair.resized: 0
  ctsHoldBuffers: 0
placement:
  post-place-ws_ps: 2720
  place_inst: 497
  place_hpwl_mm: 5.33
  port_buffers: 25
  placed_area_um2: 4390
  place_congestion: 0.837
cells_and_area:
  n_fill_cell: 631
  drive_above_1_share: 0.0852
  final_common_cell: "dfrtp_1"
  stdcell_area_um2: 4590
  areaGrowthSynthToFinish_pct: 14.4
  fin_cells: 513
  layout_top_cells: "dfrtp_1, ha_1, a21oi_1, xnor2_1, clkdlybuf4s50_1"
job:
  warning_count: 26
  cap_violations: 0
routing:
  final_antenna_net_count: 0
  vias: 2758
  wl_per_cell_um: 13.3
  routed_wl_mm: 6.83
  drt-pass1-iter-count: 4
  antenna_cells: 0
  drc: 0
  viasPerCell: 5.38
  drt_iter0_drc: 58
sta:
  max_slew_margin: 0.616
  setup_ws_ps: 2380
  finalHoldViolations: 0
  rsz0062_at_grt: "false"
  period_needed_ps: 3920
  tightest_slew_ps: 576
  finalMaxSlewViolations: 0
  finalClockPeriodUsage: 0.623
  fin_setup_tns_ps: 0
  timing.fmax_ghz: 0.255
  finClkSkew_ps: 11.1
  setup_viol: 0
synth:
  syn_area_um2: 4020
  synth_warnings: 1
  synth_flop_count: 65
  edf_count: 0
  yosys_most_used_dff: "dfrtp_1"
  synth_area_per_cell_um2: 10.9
  ys_chip_area_um2: 4020
  syn_inst: 370
  ys_cells: 370
  seq_area_frac_synth: 0.405
  synthArstFlopShare: 1.00
  synth.distinct_cells: 58
worst_setup_path:
  arrival_ps: 2660
  criticalPathCategory: "register to output pin"
  rrSetupSlack_ps: 3870
  worstSetupStartpointType: "register"
  critPathCaptureType: "output pin"
  cp_max_fo: 3
  crit_required_ps: 5040
global_routing:
  grt_pass1_wl_mm: 12.1
  antenna_found_initial: 0
  busiest_layer: "met1"
  use_met3: 0.0287
  first_global_vias: 2652
  grt_overflow: 0
  use_met2: 0.262
  grt_use_total: 0.185
  grt_max_degree: 40
  use_met1: 0.323
worst_hold_path:
  min_path_type: "register to register"
floorplanning:
  num_rows: 32
  dieArea_um2: 8390
  core_um2: 7730
  ios: 26
  fp.dieW_um: 91.6
  die_y_um: 91.6
  core_util_floorplan: 0.520
cell usage after synthesis, types with 5 or more instances:
library cell	instances	area, um2
a211oi_1	5	37.5
a21o_1	12	90.1
a21oi_1	33	165
dfrtp_1	65	1630
fa_1	6	120
ha_1	54	676
inv_1	18	67.6
nand2_1	14	52.6
nand3_1	13	65.1
nor2_1	23	86.3
o21ai_0	10	50.1
o21bai_1	10	75.1
xnor2_1	31	272
xor2_1	12	105
state kept, by name, summed over array words and instances (netlist names):
name,flops
in_i_d2,4
c3_d1,1
acc1,17
in_i_d1,4
c2_d2,1
c1_d2,1
acc3,17
c1_d1,1
c2_d1,1
acc2,17
c3_d2,1
kinds of logic after synthesis:
family | synth area share
adder cells (fa/ha/maj) | 0.198
buffers and inverters | 0.0190
flip-flops | 0.405
AND-OR/OR-AND | 0.191
AND/OR/NAND/NOR | 0.0926
XOR/XNOR | 0.0938
through the flow:
step,hold slack [ps],utilization
final,350,0.595
after global routing,359,0.595
after CTS,352,0.595
after detailed placement,337,0.568
after global placement,335,0.568
after floorplan,331,-
final timing paths:
path	from	to	cells after the start
worst max-delay path	c2_d1$_DFF_PN0_	out[3]	9
worst min-delay path	in_i_d1[2]$_DFF_PN0_	in_i_d2[2]$_DFF_PN0_	0
worst max register to register	acc1[0]$_DFF_PN0_	acc2[14]$_DFF_PN0_	8
worst min register to register	in_i_d1[2]$_DFF_PN0_	in_i_d2[2]$_DFF_PN0_	0
max in group asynchronous	rst_n	acc1[8]$_DFF_PN0_	2
min in group asynchronous	rst_n	acc3[15]$_DFF_PN0_	1
worst max-delay path: stages, from the launching register on:
cell	delay, ps
dfrtp_1	340
inv_1	60
ha_1	240
xor2_1	180
ha_1	290
ha_1	290
a21o_1	160
a21oi_1	180
xnor2_1	130
clkdlybuf4s50_1	470
final cells by class:
class                           count  area (um2)  area share
Inverter                           19        71.3      0.0155
Sequential cell                    65        1630       0.354
Multi-Input combinational cell    285        2310       0.503
Clock inverter                      6        66.3      0.0144
Tap cell                          102         128      0.0278
Clock buffer                       10         138      0.0300
Timing Repair Buffer               26         253      0.0550
routing by layer:
metal / vias to the layer above / share of wire / wire (um)
met5: - / 0 / 0
met4: 0 / 0.013 / 91
li1: 1434 / - / -
met2: 37 / 0.42 / 2880
met3: 7 / 0.034 / 233
met1: 1280 / 0.53 / 3620
